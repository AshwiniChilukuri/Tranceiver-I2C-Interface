==> flow/design.v <==
module Buffer0(buffout,data,loadbuff,shiftbuff,clk);
output buffout;
input [31:0] data;
input loadbuff,shiftbuff,clk;
reg buffout;
reg [31:0] tempdata;
always @(negedge clk)
begin
if(loadbuff)
tempdata <= data;
else if(shiftbuff)
begin
buffout <= tempdata[0];
tempdata <= {1'b0,tempdata[31:1]};   
end
end
endmodule
==> flow/run.sh <==
#!/bin/bash
# OpenROAD 26Q1-2900-gdf79404cd8, Yosys 0.63+post, stock flow scripts
make -C /OpenROAD-flow-scripts/flow DESIGN_CONFIG=/design/flow/config.mk WORK_HOME=/design/flow/orfs finish
==> flow/config.mk <==
export PLATFORM = sky130hd
export DESIGN_NAME = Buffer0
export DESIGN_NICKNAME = Buffer0
export VERILOG_FILES = /design/flow/design.v
export SDC_FILE = /design/flow/constraint.sdc
export NUM_CORES = 4
export LEC_CHECK = 1
export CORE_UTILIZATION = 30
==> flow/constraint.sdc <==
current_design Buffer0

set clk_period 2.9
set clk_io_pct 0.2

create_clock -name clk0 -period $clk_period [get_ports {clk}]

set non_clock_inputs [all_inputs -no_clocks]
set_input_delay [expr $clk_period * $clk_io_pct] -clock clk0 $non_clock_inputs
set_output_delay [expr $clk_period * $clk_io_pct] -clock clk0 [all_outputs]
==> qor.csv <==
metric,value,unit
Stages on worst setup path,1,
CP max stage cell,edfxtp_1,
DRC Markers,0,
Slew @ Worst Pin,245.2,ps
Power Total,1.432,mW
unrepaired setup endpoints after global routing,yes,
Worst Hold Class,reg2reg,
gp weighted congestion,0.7643,
layout cells sized above 1,30.14,%
"Hold Violations, Final",0,
"commonest non-fill, non-tap cells in the layout","34 x inv_1, 33 x edfxtp_1, 33 x clkdlybuf4s50_1",
port buffer count,35,
Layout area overhead,43.25,%
Max-cap violations,0,
Avg Inst Size Synth,21.25,sq um
Post-Route M1 WL,1235,um
clk latency late pin,350,ps
Post-DP HPWL,1457,um
WL met2,937,um
Mapped Cells,72,
# diodes,0,
vias in the first global route,945,
Core Box Area,4817,sq um
kind of critical path,reg2out,
largest net degree at the start of global routing,20,
Die Span Y,73.42,um
Synth cell types,10,
drt first-iter violations,39,
max incr delay on CP,350,ps
worst path arrival time,2270,ps
Buffers & Inverters on Critical Path,1,
Max-slew headroom,83.66,%
global-route wire length before repair,4064,um
status,"complete, no violations",
clock transition at the registers of the reported paths,30,ps
CP Launch Type,flip-flop,
Die W,73.42,um
root buf cell,clkbuf_8,
grt total ovfl,0,
Clock Tree Buf Depth,2,
total number of vias,842,
pre-CTS worst setup slack,-388.3,ps
PwrDens,653.4,nW/um^2
"delay-heaviest family, CP",flip-flops,
FF-to-FF path depth,1,
Post-Route WL,2539,um
tool warnings,60,
Layout Skew,14.96,ps
met3 WL,350,um
crit end category,output port,
count of final setup violators,0,
# fillers,446,
vias per std cell,3.953,
Static Leak,0.9866,nW
worst hold path stage count,0,
Synth Seq Share,64.76,%
antenna violations before repair,0,
setup slack after layout,47.43,ps
htree depth,2,
drt pass-1 iters,4,
YS chip area,1530,sq um
CTS sink cnt,33,
CTS tree,built,
ys flops,33,
Top Metal Used,met4,
Max Transition Viols Final,0,
wire per inst,11.92,um
floorplan utilization,31.77,%
Max Fanout on Critical Path,1,
Worst IR Drop VDD,0.3537,mV
Routed Antenna Nets,0,
row count,25,
ys cells,72,
most frequent logic cell in the layout,inv_1,
cts bufs inserted,5,
Critical Path RT,2320,ps
Die ar.,5391,sq um
overall routing resource usage,11.01,%
Synth Cell Area,1530,sq um
crit-path cells,buf_2,
I/O pin total,36,
tally of yosys warning messages,1,
## final timing paths
path,start,to,slack [ps]
worst min-delay path,tempdata[0],buffout,410
worst max-delay path,buffout,buffout,50
worst max register to register,tempdata[26],tempdata[25],1980
worst min register to register,tempdata[0],buffout,410
## stage by stage
step | util, % | setup TNS [ps] | instances | hold slack, ps | instance area, sq um
floorplan | - | -1210 | 72 | 400.3 | 1541
global placement | 40.18 | -13480 | 172 | 410.8 | 1936
detailed placement | 40.18 | -14210 | 172 | 405.4 | 1936
CTS | 45.51 | 0 | 213 | 412.9 | 2192
global route | 45.51 | -6.396 | 213 | 425.5 | 2192
finish | 45.51 | 0 | 213 | 409.2 | 2192
## cell usage after synthesis, drive strengths merged
cell | number | area (sq um)
edfxtp | 33 | 991.0
mux2 | 31 | 450.4
buf | 4 | 66.31
and2 | 1 | 6.260
inv | 1 | 3.750
nor2b | 1 | 6.260
or2 | 1 | 6.260
## sequential cells by signal (all words and copies together), names as in the netlist
register / cells
tempdata: 32
buffout: 1
## metal layers
metal	global-route usage [%]	vias up
li1	-	423
met1	15.12	362
met2	12.45	54
met3	10.12	3
met4	3.846	0
met5	0	-
## what timing repair did
| item | 4_1_cts | 5_1_grt |
|---|---|---|
| gates cloned | 1 | 0 |
| resized | 4 | 0 |
| hold buffers | 0 | 0 |
| setup buffers | 0 | 0 |
| setup endpoints to repair | 33 | 1 |
## cell type report
type | instances | area, sq um | area share [%]
clock buffer | 5 | 68.82 | 3.139
clock inverter | 36 | 187.7 | 8.562
multi-input combinational | 35 | 480.5 | 21.92
sequential | 33 | 991.0 | 45.21
tap | 67 | 83.83 | 3.824
timing repair buffer | 37 | 380.4 | 17.35
## logic make-up after synthesis
| group | share of synthesized area (%) |
|---|---|
| buffers and inverters | 4.578 |
| and+or+nand+nor | 1.227 |
| muxes | 29.44 |
| DFF | 64.76 |
## where the power goes
part	total, mW	switching, mW	internal (mW)
logic	0.151	0.0423	0.109
registers	0.603	0.0127	0.590
clock network	0.678	0.278	0.400
Power figures rest on the tool's default switching activity, not on a simulated workload.
