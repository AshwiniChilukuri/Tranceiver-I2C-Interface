==> flow/design.v <==
module Buffer1(buffout,data,loadbuff,shiftbuff,clk);
output buffout;
input [31:0] data;
input loadbuff,shiftbuff,clk;
reg buffout;
reg [31:0] tempdata;
always @(negedge clk)
begin
if(loadbuff)
tempdata <= data;
else if(shiftbuff)
begin
buffout <= tempdata[0];
tempdata <= {1'b0,tempdata[31:1]};   
end
end
endmodule
==> flow/constraint.sdc <==
current_design Buffer1

set clk_period 1.8
set clk_io_pct 0.2

create_clock -name clk0 -period $clk_period [get_ports {clk}]

set non_clock_inputs [all_inputs -no_clocks]
set_input_delay [expr $clk_period * $clk_io_pct] -clock clk0 $non_clock_inputs
set_output_delay [expr $clk_period * $clk_io_pct] -clock clk0 [all_outputs]
==> flow/config.mk <==
export PLATFORM = sky130hd
export DESIGN_NAME = Buffer1
export DESIGN_NICKNAME = Buffer1
export VERILOG_FILES = /design/flow/design.v
export SDC_FILE = /design/flow/constraint.sdc
export NUM_CORES = 4
export LEC_CHECK = 1
export CORE_UTILIZATION = 40
==> flow/run.sh <==
#!/bin/bash
# OpenROAD 26Q1-2900-gdf79404cd8, Yosys 0.63+post, stock flow scripts
make -C /OpenROAD-flow-scripts/flow DESIGN_CONFIG=/design/flow/config.mk WORK_HOME=/design/flow/orfs finish
==> job_summary.md <==
## Implementation flow summary

| Metric | Value |
|---|---|
| Drt first pass iters | `4` |
| Largest net degree at the start of global routing | `10` |
| Adder Share, Synth | `0` |
| Reg2Reg Launch Point | `tempdata[29]$_DFFE_NP_` |
| H-tree lvl count | `2` |
| Clock sink count | `33` |
| Post-DP HPWL | `between 1000 and 1500 µm` |
| Core area | `3660 µm²` |
| WS Path Type | `reg2out` |
| CP startpoint | `buffout$_DFFE_NP_` |
| Power per cell area | `876 nW/µm²` |
| CP max FO | `1` |
| GPL Wtd Cong | `0.725` |
| Via density | `between 4 and 5` |
| Top-Level Pins | `36` |
| Post-synth seq share | `0.648` |
| Clock Path Buffers | `2` |
| Non-Filler Instances | `between 200 and 250` |
| Reported net switching power | `approximately 530 µW` |
| DR WL/cell | `approximately 14 µm` |
| Post-route ant nets | `0` |
| Final setup margin | `-0.276 ns` |
| Die H | `63.9 µm` |
| Most numerous logic cells after layout | `inv_1, edfxtp_1, mux2_4` |
| Worst-case vdd ir drop | `0.465 mV` |
| Total congestion overflow | `0` |
| Crit path depth | `1` |
| Comb area leader | `multiplexers` |
| CP max stage cell | `edfxtp_1` |
| Most numerous logic cell after layout | `inv_1` |
| Yosys cell types | `10` |
| Starting DRT DRC Count | `11` |
| End-of-flow core utilization | `0.638` |
| Syn Inst Count | `between 70 and 80` |
| Seq cells post-synth | `33` |
| Root Buffer Master | `clkbuf_8` |
| RSZ-0062 raised after global routing | `yes` |
| Number of cells in Yosys stat | `about 72` |
| Max-cap violations | `0` |
| Post-synth top area cell | `edfxtp_1` |
| CP max stage delay | `0.36 ns` |
| YS chip area | `1530 µm²` |
| Final hold vios | `0` |
| CP delay by family, top | `flip-flops` |
| Yosys Warn Count | `1` |
| Xor+xnor area frac | `0` |
| Critical path capture point type | `output pin` |
| Initial antenna violation count | `0` |
| Post-Route WL | `roughly 2800 µm` |
| FF-to-FF setup slack | `0.87 ns` |
| Int Pwr | `roughly 1500 µW` |
| Skew-Pair Late Insertion Delay | `0.35 ns` |
| # port buffers | `35` |
| CP bufs+invs | `1` |
| R2R Path End | `tempdata[28]$_DFFE_NP_` |
| Hold WC Path Type | `reg2reg` |
| Part of the power in registers | `0.476` |
| First-pass GRT wire length | `roughly 4600 µm` |
| AO/OA Area Share | `0` |
| Switching part of the total | `0.260` |
| Vias in the first global route | `roughly 960` |
| Clock Power Share | `0.381` |
| Cell area leaders | `edfxtp_1, mux2_4, mux2_2` |
| Setup violations, final | `between 50 and 60` |
| Post-placement cell count | `154` |
| Arrival time at the worst endpoint | `1.72 ns` |
| Slew Limit Fails | `0` |
| Share of power burned in combinational logic | `0.143` |
| Crit path required time | `approximately 1.4 ns` |
| Synthesized area | `around 1500 µm²` |
| Avg Cell Area, Syn | `roughly 21 µm²` |
| Slew HR | `0.868` |
| Layout cells sized above 1 | `0.350` |
| Worst R2R Path Depth | `1` |
| Startpoint types | `flop` |
| TritonCTS clock tree | `done` |
| Critical Path, Cell by Cell | `buf_2` |
| Filler cell count | `287` |
| Failing checks | `setup timing` |
| CTS Buf Count | `5` |
| Remaining DRCs | `0` |
| Die area | `a little over 4000 µm²` |
| Tool warnings | `61` |
| Final Skew | `~0.016 ns` |
| FP Util | `0.418` |
| Antenna cells | `0` |
| # rows | `22` |
| Area Overhead vs Synth | `52.6%` |
| Hold_buf cts | `0` |
| Critical Path Sink | `buffout` |
| Status | `complete, but fails checks` |
| Slew @ Worst Pin | `around 0.20 ns` |
| Global Route Usage Sum | `0.166` |
| Top-area cell share | `0.648` |
| Simple Share, Synth | `0.0123` |
| Vias after detailed routing | `around 930` |
| Clk pin slew, worst setup/hold paths | `about 0.030 ns` |
| Leak | `around 0.0011 µW` |
| Post-synth mux share | `0.294` |
| Die X | `between 60 and 70 µm` |
[what timing repair did]
item                                   4_1_cts  5_1_grt
gates cloned                                 7        0
setup buffers                                5        0
gates resized                               44        7
pin swaps                                    4        1
endpoints found under the hold margin        0        0
setup endpoints to repair                   65       58
[stage by stage]
step | instance area (µm²) | hold slack [ns] | setup TNS [ns] | power (µW) | setup WS, ns
6_report | 2330 | 0.414 | -1.80 | 2050 | -0.276
5_1_grt | 2330 | 0.428 | -1.37 | 2200 | -0.321
4_1_cts | 2320 | 0.416 | -1.34 | 2090 | -0.293
3_5_place_dp | 1920 | 0.409 | -36.66 | 1340 | -0.739
3_3_place_gp | 1920 | 0.410 | -35.24 | 1340 | -0.703
2_1_floorplan | 1540 | 0.400 | -19.47 | 1240 | -0.368
[metal layers]
metal	up-vias	track usage	wire length [µm]
li1	452	-	-
met1	436	0.269	1370
met2	38	0.186	1130
met3	3	0.120	298
met4	0	0.0426	27
met5	-	0	0
[how the worst min path moves through the flow]
stage,startpoint,to,slack [ns],cells past startpoint
5_1_grt,tempdata[0]$_DFFE_NP_,buffout$_DFFE_NP_,0.43,0
4_1_cts,tempdata[0]$_DFFE_NP_,buffout$_DFFE_NP_,0.42,0
6_report,tempdata[0]$_DFFE_NP_,buffout$_DFFE_NP_,0.41,0
[synthesized netlist by cell type (all sizes together)]
master,number
and2,1
edfxtp,33
inv,1
nor2b,1
or2,1
buf,4
mux2,31
[layout make-up]
type                    instances  area (µm²)  area share
flip-flops and latches         33         991       0.424
clock buffers                   5        68.8      0.0295
clock inverters                35         133      0.0568
repair buffers                 47         569       0.244
multi-input cells              37         513       0.220
well taps                      48        60.1      0.0257
[sequential cells by signal (all words and copies together) (netlist names)]
signal and cells:
buffout 1, tempdata 32
[kinds of logic (layout without fill, tap and decap cells)]
| logic type | after synthesis | after routing |
|---|---|---|
| buf+inv | 5 | 87 |
| flops | 33 | 33 |
| mux | 31 | 31 |
| simple gates | 3 | 6 |
[power by group through the flow]
stage                 combinational [µW]  clock (µW)  sequential (µW)
after CTS                            293         821              974
after global routing                 312         903              981
final                                292         779              974
Power and IR drop assume default switching activity.
