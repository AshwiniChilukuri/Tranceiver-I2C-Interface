==> design/flow/design.v <==
module controller(tx,buffsel,loadsize,decsize,loadburst,decburst,
			readydata,loadB0,shiftB0,loadB1,shiftB1,start,stop,clk,startTx,burstout,reset,sizeout, sdaIn); 
output loadsize,decsize,loadburst,decburst,readydata,loadB0,shiftB0,loadB1,shiftB1,start,stop, tx;
output [1:0] buffsel;
input [7:0] burstout;
input startTx,clk,reset,sdaIn; 
input [7:0] sizeout;
reg loadsize,decsize,loadburst,decburst,addsel,readydata,loadB0,shiftB0,loadB1,shiftB1,datasel,start,stop;
reg [1:0] buffsel;
reg [6:0] nextState;
reg [1:0] count;
reg tx;
initial
begin
	nextState <= 7'd0;
	readydata <= 0;		 
	loadsize<=0;
	decsize<=0;
	loadburst<=0;
	decburst<=0;
	loadB0<=0;
	loadB1<=0;
	shiftB0<=0;
	shiftB1<=0;
	tx<=1;
end
always@(negedge clk)
begin
case(nextState)
	7'd0: 
		begin 	if (startTx)			 
			nextState <= 7'd1;
			else
			nextState <= 7'd0;
		end
	7'd1:
		begin
			readydata<=1;
			loadsize<=1;
			loadburst<=1;
			loadB0<=1;
			start<=1;
			buffsel<=2'd0;
			tx<=1;
			nextState<=7'd2;
		end
	7'd2:
		begin  
			loadsize<=0;
			loadburst<=0;
			loadB0<=0;
			start<=0;
			buffsel<=2'd0;
			readydata<=1;
			decsize<=1;
			decburst<=1;
			shiftB0<=1;
			loadB1<=1;
			tx<=1;			
			nextState<=7'd3;
		end 
	7'd3:
		begin
			readydata<=0;
			decsize<=0;
			decburst<=0;
			shiftB0<=0;
			loadB1<=0;
			nextState<=7'd4;
			buffsel<=2'd1;
			tx<=1;
		end
	7'd4:				
		begin	if (sizeout%8!= 0)
			begin
			buffsel<=2'd1;
			shiftB0<=1;
			decsize<=1;
			tx<=1;
			nextState<=7'd3;
			end
			else if (sizeout ==0) 
			begin
			nextState<=7'd5;
			end
			else
			begin
			nextState <=7'd40 ;  
			end
		end
	7'd40:		
		begin
			tx<=0;
			readydata<=0;
			loadsize<=0;
			loadB0<=0;
			nextState<=7'd41;
		end
	7'd41:
		begin    
			tx<=0;
			decsize<=1;
			shiftB0<=1;
			nextState<=7'd3;
		end
	7'd5:				 
		begin	
			tx<=0;
			loadsize<=1;
			loadB0<=1;
			if((burstout)>0)
			begin
			nextState<=7'd6;
			readydata<=1;
			end
			else
			begin
			nextState<=7'd11;
			readydata<=0;
			tx<=0;
			end
		end
	7'd6:				
		begin	
			readydata<=0;
			loadsize<=0;
			decsize<=1;
			decburst<=1;
			loadB0<=0;
			tx<=0;
			shiftB1<=1;
			nextState<=7'd7;				
		end
	7'd7:	
		begin	 
			decsize<=0;
			decburst<=0;
			shiftB1<=0;
			buffsel<=2'd2;
			nextState<=7'd8;
			tx<=1;
		end
	7'd8:
		begin
			if(sizeout%8!=0)
			begin
			decsize<=1;
			shiftB1<=1;
			buffsel<=2'd2;
			nextState<=7'd7;
			tx<=1;
			end
			else if (sizeout ==0) 
			begin
			nextState<=7'd9;
			end
			else
			begin
			nextState <=7'd81 ;  
			end
		end
	7'd81:		 
		begin
			tx<=0;
			readydata<=0;
			loadsize<=0;
			loadB1<=0;
			nextState<=7'd82;
		end
	7'd82:
		begin
			decsize<=1;
			shiftB1<=1;
			nextState<=7'd7;
			tx<=0;
		end
	7'd9:		 
		begin
			loadsize<=1;
			loadB1<=1;
			tx<=0;
			if((burstout)>0)
			begin
			nextState<=7'd10;
			readydata<=1;
			end
			else
			begin
			nextState<=7'd11;
			readydata<=0;
			end
		end
	7'd10:
		begin
			readydata<=0;
			loadsize<=0;
			decsize<=1;
			decburst<=1;
			loadB1<=0;
			shiftB0<=1;
			tx<=0;
			nextState<=7'd3;  
		end
7'd11:				
		begin
			nextState<=7'd12;
		end
7'd12:		begin
			nextState<=7'd13;
			tx<=1;
			buffsel<=2'd3;
			stop<=0;
		end
	7'd13:				
		begin	
			tx<=1;
			buffsel<=2'd3;
			stop<=1;
			nextState<=7'd14;
		end
	7'd14:				
		begin
			tx<=0;
		end
endcase	
end
endmodule
==> design/flow/run.sh <==
#!/bin/bash
# OpenROAD 26Q1-2900-gdf79404cd8, Yosys 0.63+post, stock flow scripts
make -C /OpenROAD-flow-scripts/flow DESIGN_CONFIG=/design/flow/config.mk WORK_HOME=/design/flow/orfs finish
==> design/flow/config.mk <==
export PLATFORM = sky130hd
export DESIGN_NAME = controller
export DESIGN_NICKNAME = controller
export VERILOG_FILES = /design/flow/design.v
export SDC_FILE = /design/flow/constraint.sdc
export NUM_CORES = 4
export LEC_CHECK = 1
export CORE_AREA = 10 10 97 97
export DIE_AREA = 0 0 107 107
==> design/flow/constraint.sdc <==
current_design controller

set clk_period 3.4
set clk_io_pct 0.2

create_clock -name clk0 -period $clk_period [get_ports {clk}]

set non_clock_inputs [all_inputs -no_clocks]
set_input_delay [expr $clk_period * $clk_io_pct] -clock clk0 $non_clock_inputs
set_output_delay [expr $clk_period * $clk_io_pct] -clock clk0 [all_outputs]
==> metrics.yaml <==
sta:
  fin_tns_setup_ps: 0
  final_max_slew_viol_count: 0
  relSlewSlack_pct: 43.2
  finalHoldViolations: 0
  setup_violations: 0
  worstMarginPinSlew_ps: 851
  rsz0062_at_grt: "yes"
  setup_ws_ps: 13.2
  fin_skew_ps: 16.5
  worst_hold_slack_ps: 935
synthesis:
  synth.distinct_cells: 65
  synthDominantCellAreaShare_pct: 32.0
  synth.largest_area_cell: "edfxtp_1"
  xor_area_share_pct: 3.73
  ys_ff: 20
  mux_share_pct: 1.07
  ff_type: "edfxtp_1"
  ys_sh_aoi_pct: 26.8
  yosysSeqAreaShare_pct: 32.0
  adder_share_pct: 0
  synth_warnings: 1
  top_cells_by_area: "edfxtp_1 32%, buf_6 4.2%, nor2_1 4.0%, o21ai_0 2.7%, a21oi_1 2.4%"
  synth-edff-count: 20
  syn-instance-count: 206
  ys_cells: 206
  async_reset_ff_share_pct: 0
  synth.cellmix.simpleShare_pct: 26.3
  top_logic_kind: "AND-OR/OR-AND gates"
  syn_area_per_cell_um2: 9.12
  synth_area_um2: 1880
  ys_chip_area_um2: 1880
global_route:
  grt_pass1_wl_mm: 8.68
  grt_pass1_vias: 1715
  track_usage_pct: 9.15
  gr-total-overflow: 0
  antenna_found_initial: 0
  grt_max_degree: 27
floorplan:
  coreArea_um2: 7290
  initCoreUtil_pct: 25.8
  num_rows: 31
  die_area_um2: 11400
  fp.dieW_um: 107
  num_io_pins: 34
  die-height_um: 107
place:
  dp_cells: 325
  dp_slack_ps: -636
  gp_congestion: 0.936
  hpwlAfterDp_mm: 3.87
  port_buffers: 31
clock_network:
  cts_max_level: 1
  clk_latency_ps: 340
  clk_path_buf_depth: 2
  clk_pin_slew_ps: 40
  cts_buffers: 3
  cts.sinks: 20
  cts_tree: "yes"
  cts-root-buf: "clkbuf_8"
cells_and_area:
  largest-register: "nextState"
  reg_top3: "nextState x6, buffsel x2"
  synthToLayoutAreaGrowth_pct: 24.7
  largest_register_ffs: 6
  stdcell_count: 350
  drive_above_1_share_pct: 23.1
pwr:
  p_clk_share_pct: 47.1
  intPower_uw: 400
  share_comb_of_total_power_pct: 4.6
  p_switching_uw: 158
  power_uw: 557
  pwr-share-seq_pct: 48.3
  leakagePower_nw: 0.893
  switching_share_pct: 28.3
  power.density_nw_per_um2: 238
  peakVddDrop_mv: 0.133
drt:
  dr.pass1.iters: 4
  finalWirelength_mm: 5.34
  dr.first_iter.drc_count: 241
  vias_per_cell: 5.20
  wire_per_inst_um: 15.2
  n_antenna_cell: 0
  route.detailed.drc: 0
  vias: 1821
  antenna_left: 0
critical_path:
  required_ps: 1880
  start_kind: "input pin"
  worstSetupEndpointType: "flip-flop"
  reg2reg_slack_ps: 960
  critical_path_class: "input pin to flip-flop"
  cp_max_fo: 3
  arrival_ps: 1870
worst_hold_path:
  worstHoldPathType: "flip-flop to flip-flop"
run:
  drv_cap: 0
  warnings: 50
status:
  status: "finished, final reports clean"
## power groups by stage
stage     Combinational, mW  Sequential [mW]  Clock (mW)
6_report             0.0258            0.269       0.263
5_1_grt              0.0276            0.268       0.301
4_1_cts              0.0248            0.269       0.277
## kinds of logic (layout without fill, tap and decap cells)
| kind of cell | count (synthesis) | after routing |
|---|---|---|
| simple gates | 85 | 85 |
| buf+inv | 25 | 70 |
| xor+xnor | 5 | 5 |
| compound gates | 69 | 69 |
| flops | 20 | 20 |
| mux | 2 | 2 |
## placed cells by master (no fill, tap or decap), drive strengths merged, types with 2 or more instances in the layout
master | Yosys | routed
inv | 5 | 25
nor2 | 22 | 22
edfxtp | 20 | 20
buf | 16 | 19
o21ai | 19 | 19
dlygate4sd2 | 0 | 15
nand2 | 11 | 11
a21oi | 9 | 9
nand3 | 8 | 8
nand2b | 7 | 7
nor3 | 6 | 6
clkbuf | 4 | 5
a22oi | 4 | 4
clkdlybuf4s15 | 0 | 4
or2b | 4 | 4
xnor2 | 4 | 4
or2 | 3 | 3
or4 | 3 | 3
o32ai | 3 | 3
or3 | 3 | 3
a31oi | 3 | 3
and3 | 3 | 3
o22ai | 3 | 3
o21a | 3 | 3
a32oi | 3 | 3
o211ai | 3 | 3
and2 | 3 | 3
nor4 | 3 | 3
nor2b | 2 | 2
and2b | 2 | 2
mux2i | 2 | 2
o221ai | 2 | 2
nand4 | 2 | 2
clkdlybuf4s50 | 0 | 2
o32a | 2 | 2
a211oi | 2 | 2
## cell type report
| class | instances | area [µm²] |
|---|---|---|
| flip-flops and latches | 20 | 601 |
| fillers | 781 | 4950 |
| multi-input cells | 161 | 1140 |
| well taps | 99 | 124 |
| inverters | 4 | 15.0 |
| repair buffers | 42 | 340 |
| clock buffers | 3 | 41.3 |
| clock inverters | 21 | 81.3 |
## metrics by stage
stage	utilization [%]	instance area (µm²)
after floorplan	-	1900
after global placement	30.6	2230
after detailed placement	30.6	2230
after CTS	31.7	2310
after global routing	32.1	2340
final	32.1	2340
## cells in the mapped netlist, types with 3 or more instances
| cell | n |
|---|---|
| nand2_1 | 11 |
| or2b_2 | 3 |
| a21oi_1 | 9 |
| a31oi_1 | 3 |
| o32ai_1 | 3 |
| nor3_1 | 5 |
| buf_6 | 7 |
| o21ai_2 | 3 |
| nand3_1 | 8 |
| xnor2_1 | 3 |
| or3_1 | 3 |
| inv_1 | 4 |
| buf_2 | 4 |
| o21ai_1 | 6 |
| nand2b_1 | 7 |
| a22oi_1 | 4 |
| o22ai_1 | 3 |
| buf_4 | 5 |
| edfxtp_1 | 20 |
| nor2_1 | 20 |
| and3_1 | 3 |
| o21a_1 | 3 |
| o21ai_0 | 10 |
| or2_2 | 3 |
| a32oi_1 | 3 |
## worst max-delay path: stages
cell	delay [ps]
buf_6	90
or4_4	570
o21ai_4	160
nand3_1	140
a41oi_2	220
## layer usage
layer	global-route usage, %	wire length [µm]	vias up	share of wire (%)
li1	-	-	880	-
met1	12.6	2350	842	44
met2	12.6	2290	89	43
met3	3.94	588	10	11
met4	3.09	112	0	2.1
met5	0	0	-	0
## worst paths after layout
check | start | end | cells after the start
setup / recovery | sizeout[7] | nextState[0] | 5
hold / removal | nextState[4] | shiftB0 | 1
setup reg to reg | nextState[0] | nextState[2] | 4
hold reg to reg | nextState[4] | shiftB0 | 1
## what timing repair did
item	CTS	global route
pin swaps	14	10
buffers inserted	0	2
hold buffers	0	0
gates resized	54	10
setup endpoints to repair	26	8
Power and IR drop assume default switching activity.
